[./design.v]
module adder8(
	input wire [7:0] a,
	input wire [7:0] b,
	input wire c0,
	output wire [7:0] out,
	output wire c1
);
assign {c1, out} = c0 === 1'bX ? a + b : a + b + c0;
endmodule
module alu(
	input wire [7:0] a,
	input wire [7:0] b,
	input wire subtract,
	input wire clock,
	input wire reset,
	input wire en_flag,
	output wire [7:0] out,
	output reg zero,
	output reg carry
);
wire [7:0] b1;
wire c1;
wire [7:0] out1;
genvar i;
generate
	for (i = 0; i < 8; i = i + 1) begin
		assign b1[i] = b[i] ^ subtract;
	end
endgenerate
adder8 U1(
	.a(a),
	.b(b1),
	.c0(subtract),
	.out(out),
	.c1(c1)
);
initial begin
	zero <= 0;
	carry <= 0;
end
always @(posedge clock) begin
	if (reset) begin
		zero <= 0;
		carry <= 0;
	end
	else if (en_flag) begin
		carry <= c1;
		zero <= out === 0;
	end
end
endmodule
[./run.sh]
#!/bin/bash
# OpenROAD 26Q1-2900-gdf79404cd8, Yosys 0.63+post, stock flow scripts
make -C /OpenROAD-flow-scripts/flow DESIGN_CONFIG=/design/flow/config.mk WORK_HOME=/design/flow/orfs finish
[./config.mk]
export PLATFORM = sky130hd
export DESIGN_NAME = alu
export DESIGN_NICKNAME = alu
export VERILOG_FILES = /design/flow/design.v
export SDC_FILE = /design/flow/constraint.sdc
export NUM_CORES = 4
export LEC_CHECK = 1
export CORE_AREA = 10 10 74 74
export DIE_AREA = 0 0 84 84
[./constraint.sdc]
current_design alu

set clk_period 5.8
set clk_io_pct 0.2

create_clock -name clk0 -period $clk_period [get_ports {clock}]

set non_clock_inputs [all_inputs -no_clocks]
set_input_delay [expr $clk_period * $clk_io_pct] -clock clk0 $non_clock_inputs
set_output_delay [expr $clk_period * $clk_io_pct] -clock clk0 [all_outputs]
==> GITHUB_STEP_SUMMARY <==
### Flow metrics

| Metric | Value |
|---|---|
| Layout fillers | `434` |
| Distinct cells, synth | `28` |
| Die width | `84 microns` |
| WL final | `1779 microns` |
| Seq/Total Area, Yosys | `7.824%` |
| Root buf cell | `clkbuf_8` |
| Syn_area_per_cell | `around 7.9 sq um` |
| Worst path most repeated cell | `clkdlybuf4s50_1` |
| Latency at later pin | `0.21 ns` |
| CP endpoint kind | `primary output` |
| Total placed cells including tap cells | `143` |
| Final setup skew | `0 ns` |
| MaxCap Viol Count | `0` |
| Drt drc | `0` |
| Ports | `30` |
| Setup TNS | `0 ns` |
| Worst-path maximum fanout | `8` |
| Sequential cell area | `40.04 sq um` |
| Total gr overflow | `0` |
| Post-DP HPWL | `1539 microns` |
| Post-Syn Area | `511.7 sq um` |
| Sw Ratio | `31.30%` |
| Num CTS Buffers | `3` |
| CP max stage cell | `clkdlybuf4s50_1` |
| Net Sw Power | `between 50 and 60 uW` |
| WHS Path Cells | `2` |
| Die area | `7056 sq um` |
| Max transition margin | `roughly two thirds` |
| Pwr Density | `198.1 nW/um^2` |
| ANT nets after route | `0` |
| Vias | `601` |
| Crit path launch type | `input pin` |
| Yosys aoi share | `27.87%` |
| Core Util at FP | `roughly an eighth` |
| Multiplexer share | `0%` |
| Run status | `complete, no violations` |
| Layout cell share with drive strength beyond 1 | `5.208%` |
| Post-CTS Resized | `0` |
| Antenna diode count | `0` |
| Peak VDD IR | `0.05408 mV` |
| I/O Buffers | `29` |
| Flip-flops with a built-in enable | `0` |
| Most common reg cell | `dfxtp_1` |
| Post-synth area hogs | `ha_1 (20%), xor2_1 (15%), dfxtp_1 (7.8%), nor2_1 (6.6%), a21oi_1 (3.9%)` |
| MI comb area | `460.4 sq um` |
| Gpl congestion | `roughly 0.85` |
| Total Routing Usage GR | `4.986%` |
| Post-synthesis async set-or-reset flop share | `0%` |
| Reg-to-reg setup timing slack | `5.10 ns` |
| Clock Pin Slew Worst Setup and Hold Paths | `~0.03 ns` |
| Number of global-route vias before repair | `roughly 600` |
| Peak Freq | `194.7 MHz` |
| Cells after Synth | `65` |
| CTS Sinks | `2` |
| Setup Buffers After CTS | `0` |
| CP Cell Sequence | `clkdlybuf4s50_1 -> xor2_1 -> ha_1 -> fa_1 -> a211o_1 -> o211ai_1 -> a21o_1 -> and2_1 -> clkdlybuf4s50_1` |
| Int Power | `122.8 uW` |
| Yosys cell count | `between 60 and 70` |
| P_leak | `0.3548 nW` |
| Tool warnings | `25` |
| Area added between synthesis and finish | `76.28%` |
| Xor+xnor area frac | `about a fifth` |
| Area leader, netlist | `ha_1` |
| Final setup fails | `0` |
| Yosys synthesis chip area | `511.7 sq um` |
| Die y size | `84 microns` |
| Required @ worst endpoint | `about 4.6 ns` |
| Initial drt markers | `14` |
| Final Max Slew Viols | `0` |
| Top cells by count, synth | `nor2_1 (9), xor2_1 (9), ha_1 (8)` |
| Non-Filler Instances | `around 150` |
| First-pass GRT wire length | `2932 microns` |
| FF+latch count, synth | `2` |
| Slew @ Worst Pin | `0.4864 ns` |
| Clock Power Share | `30.7%` |
| Logic family by area | `AND-OR/OR-AND gates` |
| H-tree depth | `1` |
| Worst Path Arrival | `~4.0 ns` |
| Routed len/inst | `between 10 and 15 microns` |
| Largest net degree at the start of global routing | `9` |
| Avg Vias per Cell | `4.116` |
| Yosys warning tally | `1` |
| Max-area cell share | `between 10% and 20%` |
| Initial antenna violation count | `0` |
| Period utilization | `88.57%` |
| Tmin final | `5.137 ns` |
| CTS tree | `done` |
| Post-cts hold buffer count | `0` |
| Yosys adder share | `approximately a quarter` |
| Clock Path Buffers | `2` |
| Logic gate share of total power | `61.0%` |
| Length in cells of the worst reg-to-reg path | `2` |
| Simple-Gate Fraction of Synth Area | `around a fifth` |
| FP Rows | `23` |
| Total power | `178.7 uW` |
| Largest stage delay on the critical path | `0.66 ns` |
| CORE AREA | `3971 sq um` |
| RSZ-0062 raised after global routing | `false` |
| Final hold vios | `0` |
| Worst min path class | `reg -> reg` |
| WS Path Type | `in -> out` |
| Reg power frac | `8.3%` |
| DR pass1 iterations | `4` |
[layout make-up]
type	count	area share [%]
Tap cell	50	6.935
Clock buffer	3	4.577
Inverter	2	0.8322
Multi-Input combinational cell	60	51.04
Sequential cell	2	4.438
Timing Repair Buffer	29	32.18
[flip-flops by register name (all words and copies together), names as in the netlist]
register	flops
carry	1
zero	1
[worst max-delay path: cells and delay by family]
kind            cells  cell delay [ns]
simple gates        1             0.11
fa+ha+maj           2             0.68
compound gates      3             0.63
buf+inv             2             1.14
xor+xnor            1             0.27
[through the flow]
| step | hold WS, ns | setup slack [ns] | area, sq um | utilization [%] |
|---|---|---|---|---|
| 2_1_floorplan | 0.4074 | 1.721 | 511.7 | - |
| 3_3_place_gp | 0.4363 | 0.7069 | 860.8 | 21.68 |
| 3_5_place_dp | 0.4526 | 0.6480 | 860.8 | 21.68 |
| 4_1_cts | 0.4577 | 0.6404 | 902.1 | 22.72 |
| 5_1_grt | 0.4860 | 0.5131 | 902.1 | 22.72 |
| 6_report | 0.4507 | 0.6629 | 902.1 | 22.72 |
[kinds of logic (layout without fill, tap and decap cells)]
group | after synthesis | after routing
compound gates | 20 | 20
xor+xnor | 11 | 11
fa+ha+maj | 9 | 9
buf+inv | 3 | 34
flops | 2 | 2
simple gates | 20 | 20
[placed cells by master, fill, tap and decap left out, types with 2 or more instances in the layout]
cell type	count
nor3_1	4
nor2_1	9
a21oi_1	4
o211ai_1	2
ha_1	8
a21o_1	2
nand2_1	2
inv_1	2
o21ai_1	2
xor2_1	9
clkdlybuf4s50_1	29
clkbuf_8	3
o21ai_0	2
dfxtp_1	2
xnor2_1	2
[per-layer routing]
layer / routed length [microns] / track usage [%]
met5: 0 / 0
met2: 868 / 8.293
met3: 152 / 1.870
met4: 0 / 0.6088
met1: 757 / 6.100
[path summary, 6_finish.rpt]
check / from / endpoint
max: subtract / out[6]
min: zero / zero
max reg2reg: carry / carry
min reg2reg: zero / zero
[power by group through the flow]
stage / Combinational, mW / Clock, mW / Sequential (mW)
6_report: 0.109 / 0.0548 / 0.0149
5_1_grt: 0.123 / 0.0599 / 0.0149
4_1_cts: 0.111 / 0.0573 / 0.0149
Power and IR drop assume default switching activity.
