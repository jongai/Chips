==> flow/run.sh <==
#!/bin/bash
# OpenROAD 26Q1-2900-gdf79404cd8, Yosys 0.63+post, stock flow scripts
make -C /OpenROAD-flow-scripts/flow DESIGN_CONFIG=/design/flow/config.mk WORK_HOME=/design/flow/orfs finish
==> flow/design.v <==
module register(
	input wire [7:0] in,
	input wire clock,
	input wire reset,
	input wire enable,
	output reg [7:0] out
);
initial out <= 8'b00000000;
always @(posedge clock) begin
	if (reset)
		out <= 8'b00000000;
	else if (enable)
		out <= in;
end
endmodule
==> flow/config.mk <==
export PLATFORM = sky130hd
export DESIGN_NAME = register
export DESIGN_NICKNAME = register
export VERILOG_FILES = /design/flow/design.v
export SDC_FILE = /design/flow/constraint.sdc
export NUM_CORES = 4
export LEC_CHECK = 1
export CORE_AREA = 10 10 70 70
export DIE_AREA = 0 0 80 80
==> flow/constraint.sdc <==
current_design register

set clk_period 1.0
set clk_io_pct 0.2

create_clock -name clk0 -period $clk_period [get_ports {clock}]

set non_clock_inputs [all_inputs -no_clocks]
set_input_delay [expr $clk_period * $clk_io_pct] -clock clk0 $non_clock_inputs
set_output_delay [expr $clk_period * $clk_io_pct] -clock clk0 [all_outputs]
==> results.py <==
# Synthesis and PnR figures
metrics = {
    "clocking": {
        "cts_tree": "built",
        "clkLatencyLatePin_ns": 0.24,
        "ctsRootBufferMaster": "clkbuf_4",
        "cts_inserted_buffers": 3,
        "numClockSinks": 8,
        "ctsHtreeMaxLevel": 1,
        "cts_post_setup_buffers_inserted": 0,
        "clock_transition_at_the_registers_of_the_reported_paths_ns": 0.05,
        "clock_tree.buffer_depth": 2,
    },
    "power": {
        "peakVddDrop_uv": 240.7,
        "power_uw": 695.0,
        "leakage_nw": 0.2387,
        "power_density_nw_per_um2": 1234,
    },
    "die": {
        "number_of_placement_rows": 21,
        "io_pins": 19,
        "fp-utilization_pct": 8.352,
        "floorplan.die.width_um": 80,
        "dieArea_sq_um": 6400,
        "die_height_um": 80,
        "design.core.area_sq_um": 3416,
    },
    "sta": {
        "fin_hold_ws_ns": 0.4076,
        "timing_max_transition_violations_final": 0,
        "slew_of_the_pin_with_the_lowest_slew_margin_ns": 0.2825,
        "unrepaired_setup_endpoints_after_global_routing": "no",
        "finalClockSkew_ns": 0,
        "timing.max_slew.rel_slack_pct": 81.10,
        "fin_ws_ns": 0.06307,
        "final.min_clock_period_ns": 0.9369,
        "fin_setup_tns_ns": 0,
        "setup_violations": 0,
        "finalCritPeriodShare_pct": 93.69,
        "fmax_mhz": 1067,
        "final-hold-violation-count": 0,
    },
    "route": {
        "n_antenna_cell": 0,
        "ant_nets": 0,
        "drc": 0,
        "wl_met1_um": 253,
        "route.met2.wl_um": 566,
        "initialDrtViolationCount": 5,
        "top_layer_in_use": "met4",
        "dr_total_vias": 248,
        "drt-vias-per-instance": 2.696,
        "firstDrtPassIters": 2,
        "finalWirelength_um": 861,
        "route.detailed.wl_per_inst_um": 9.359,
        "route.met3.wl_um": 35,
    },
    "layout": {
        "largest_register_ff_count": 8,
        "register_with_the_most_flip_flops": "out",
        "fill_cells": 384,
        "drive_above_1_share_pct": 26.09,
        "logic_area_sq_um": 110.1,
        "count_of_non_filler_cells_in_the_finished_layout": 92,
        "syn2layout_area_growth_pct": 97.37,
        "reg.largest.list": "out: 8 flops",
        "layout.area.seq_sq_um": 170.2,
    },
    "worst_setup_path": {
        "r2r.worst_path.cells": 2,
        "slowest_stage": "dfxtp_2",
        "kind_of_end_point_of_the_critical_path": "output pin",
        "crit-reg2reg-capture": "out[1]$_SDFFE_PP0P_",
        "critical_path_class": "reg -> out",
        "slowest_delay_ns": 0.32,
        "startpoint_type": "flop",
        "minimum_setup_slack_among_reg_to_reg_paths_ns": 0.38,
        "worst_setup_path_startpoint": "out[5]$_SDFFE_PP0P_",
        "path_delay_family": "flip-flops",
        "worstPathRequired_ns": 0.80,
        "critPathBufInv": 1,
        "crit-reg2reg-launch": "out[1]$_SDFFE_PP0P_",
        "path_cells": "clkdlybuf4s15_1",
        "cp.arrival_ns": 0.74,
        "worstPathMaxFanout": 2,
    },
    "yosys": {
        "syn-instance-count": 26,
        "synth_stat.cells": 26,
        "yosys-top-cells-area": "dfxtp_1 (56%), mux2i_1 (28%), nor2_1 (11%), buf_6 (3.9%), buf_1 (1.3%)",
        "xor_share_pct": 0,
        "ys.warnings.count": 1,
        "synth.cellmix.simpleShare_pct": 10.53,
        "async_flop_share_pct": 0,
        "yosys_area_sq_um": 285.3,
        "ys_sh_aoi_pct": 0,
        "synth.comb.largest_family": "multiplexers",
        "yosysUniqueCellTypes": 5,
        "synth.top_cells.by_count": "dfxtp_1 (8), mux2i_1 (8), nor2_1 (8), buf_1 (1), buf_6 (1)",
        "ys_dominant_reg_cell": "dfxtp_1",
        "syn_area_sq_um": 285.3,
        "yosysSeqAreaShare_pct": 56.14,
        "syn_avg_cell_area_sq_um": 10.97,
        "post-synth-top-area-fraction_pct": 56.14,
        "synth.cellmix.adderShare_pct": 0,
        "postSynthRegisterBits": 8,
        "synth-edff-count": 0,
        "synth_area_leader_cell": "dfxtp_1",
        "synth.mux.area_fraction_pct": 28.07,
    },
    "place": {
        "detailed_place_hpwl_um": 756.5,
        "io_buffer_count": 18,
        "finalWeightedCongestion": 0.6812,
        "post-place-cells": 89,
        "placement.setup.worst_slack_ns": -0.2196,
    },
    "min_path": {
        "capture_endpoint_of_the_worst_hold_path": "out[4]$_SDFFE_PP0P_",
        "worst_hold_startpoint": "enable",
        "type_of_the_most_critical_hold_path": "in -> reg",
        "timing.hold.worst_path_depth": 4,
    },
    "grt": {
        "overflow": 0,
        "groute.usage.overall_pct": 2.783,
        "grt_pass1_wl_um": 1414,
        "vias_in_the_first_global_route": 311,
        "initial_antenna_violation_count": 0,
        "maximum_number_of_pins_on_one_net_before_global_route_repair": 9,
    },
    "run_status": {
        "status": "complete, no violations",
    },
    "run": {
        "openroad.warnings": 25,
        "max_cap_violations": 0,
    },
}
==> worst max-delay path by stage <==
stage,end,cells after the start
after CTS,out[7],1
final,out[5],1
after global routing,out[4],1
==> worst reg2reg max path: stages, from the launching register on <==
cell	delay [ns]
dfxtp_2	0.32
mux2i_1	0.13
nor2_1	0.05
==> cell usage in the layout, fill, tap and decap left out, drive strengths merged <==
master	Yosys	final
dlymetal6s2s	0	1
clkdlybuf4s15	0	8
dfxtp	8	8
buf	2	1
clkbuf	0	3
mux2i	8	8
clkdlybuf4s50	0	9
nor2	8	8
==> through the flow <==
step / cell area, sq um / utilization (%)
after detailed placement: 528.0 / 15.46
final: 563.0 / 16.48
after global routing: 563.0 / 16.48
after floorplan: 285.3 / -
after global placement: 528.0 / 15.46
after CTS: 559.3 / 16.37
==> report_power, final <==
group          switching (mW)  total (mW)  internal, mW  leakage, nW
combinational          0.0314       0.112        0.0807        0.156
sequential             0.0101       0.352         0.342       0.0689
clock                  0.0941       0.230         0.136       0.0138
total                   0.136       0.695         0.559        0.239
==> what timing repair did <==
item                       4_1_cts  5_1_grt
setup endpoints to repair        8        6
hold buffers                     0        0
resized                         23        2
==> per-layer routing <==
metal	global-route usage (%)	vias up
met5	0	-
met4	0.7042	0
met3	1.136	2
met2	5.859	2
met1	2.203	116
li1	-	128
==> final cells by class <==
cell class                      instances  share of cell area (%)
Sequential cell                         8                   30.22
Multi-Input combinational cell         16                   19.56
Clock buffer                            3                   4.000
Timing Repair Buffer                   19                   36.00
Tap cell                               46                   10.22
==> logic make-up (layout without fill, tap and decap cells) <==
group	count (synthesis)	after routing
flip-flops	8	8
AND/OR/NAND/NOR	8	8
multiplexers	8	8
buffers and inverters	2	22
Power and IR drop assume default switching activity.
