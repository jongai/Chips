==> design.v <==
module ram(
	input wire [7:0] in,
	input wire clock,
	input wire [3:0] address,
	input wire enable,
	output wire [7:0] out
);
reg [7:0] mem [0:15];
assign out = mem[address];
always @(posedge clock) begin
	if (enable) begin
		mem[address] <= in;
	end
end
endmodule
==> run.sh <==
#!/bin/bash
# OpenROAD 26Q1-2900-gdf79404cd8, Yosys 0.63+post, stock flow scripts
make -C /OpenROAD-flow-scripts/flow DESIGN_CONFIG=/design/flow/config.mk WORK_HOME=/design/flow/orfs finish
==> config.mk <==
export PLATFORM = sky130hd
export DESIGN_NAME = ram
export DESIGN_NICKNAME = ram
export VERILOG_FILES = /design/flow/design.v
export SDC_FILE = /design/flow/constraint.sdc
export NUM_CORES = 4
export LEC_CHECK = 1
export CORE_UTILIZATION = 40
==> constraint.sdc <==
current_design ram

set clk_period 1.8
set clk_io_pct 0.2

create_clock -name clk0 -period $clk_period [get_ports {clock}]

set non_clock_inputs [all_inputs -no_clocks]
set_input_delay [expr $clk_period * $clk_io_pct] -clock clk0 $non_clock_inputs
set_output_delay [expr $clk_period * $clk_io_pct] -clock clk0 [all_outputs]
==> impl_summary.log <==
[flow] final metrics
INFO  metric route.detailed.vias_per_inst = 5.40
INFO  metric seq_power_share = 0.492
INFO  metric final_hold_viol_count = 0
INFO  metric final_setup_violation_count = 8
INFO  metric min_period_over_period = 1.14
INFO  metric clock_tree.buffer_depth = 2
INFO  metric wire_length_per_cell = 22.4 µm
INFO  metric max_cap_violations = 0
INFO  metric drt-pass1-iter-count = 4
INFO  metric yosysTopAreaCellShare = 0.783
INFO  metric power.share.clock = 0.449
INFO  metric via_count = 2390
INFO  metric setup.worst_path.start_class = primary input
INFO  metric max_clock_freq = 489 MHz
INFO  metric seq_area = 3840 µm²
INFO  metric grt_busiest_layer = met2
INFO  metric drt.antenna.violating_nets = 0
INFO  metric via_count_of_the_first_global_routing_pass = 2747
INFO  metric dr.first_iter.drc_count = 116
INFO  metric synthesis.area_per_instance = around 22 µm²
INFO  metric hold_buffers = 0
INFO  metric yosysMostFrequentCell = sky130_fd_sc_hd__edfxtp_1
INFO  metric critical_path_arrival = 1690 ps
INFO  metric met2_usage = 0.287
INFO  metric tightestPinTransition = 589 ps
INFO  metric rsz0062_at_grt = true
INFO  metric count_of_library_flops_with_an_enable_pin = roughly 130
INFO  metric core_region_area = 12000 µm²
INFO  metric cts_tree = yes
INFO  metric number_of_antenna_violations_at_the_first_check_in_global_routing = 0
INFO  metric critical_path_required = 1440 ps
INFO  metric synth.distinct_cells = 17
INFO  metric synth-area-yosys = 4910 µm²
INFO  metric port_buffers = 21
INFO  metric crit_end = out[5]
INFO  metric track_usage = 0.187
INFO  metric worst_slack = -245 ps
INFO  metric regMostFlops = mem
INFO  metric combGateArea = ~1100 µm²
INFO  metric netlist.top_cell.by_area = sky130_fd_sc_hd__edfxtp_1
INFO  metric globalRouteMet3Util = 0.0895
INFO  metric drt_drc_violations_left = 0
INFO  metric die-width = 113 µm
INFO  metric layout.filler_cells = 925
INFO  metric cellLeakagePower = 0.00203 µW
INFO  metric largest_register_ffs = 128
INFO  metric outcome = complete, but fails checks
INFO  metric drive_above_1_share = 0.402
INFO  metric worst_setup_path_end_kind = output port
INFO  metric path_clk_slew = 50 ps
INFO  metric power.density_cell_area = 1110 nW/µm²
INFO  metric worstHoldPathType = primary input to flip-flop
INFO  metric postSynthCellCount = 222
INFO  metric worstPathMaxFanout = 6
INFO  metric ys_cells = roughly 220
INFO  metric final.hold.worst_slack = 724 ps
INFO  metric postRouteWirelength = approximately 9.9 mm
INFO  metric failed_checks = setup timing
INFO  metric synth.top_cells.by_count = 128 x sky130_fd_sc_hd__edfxtp_1, 32 x sky130_fd_sc_hd__mux4_2, 16 x sky130_fd_sc_hd__a22oi_1, 13 x sky130_fd_sc_hd__nor2_1, 9 x sky130_fd_sc_hd__nand2_1
INFO  metric critPathLaunch = address[0]
INFO  metric postSynth.topFlopCell = sky130_fd_sc_hd__edfxtp_1
INFO  metric internal-power = 5520 µW
INFO  metric tritoncts.num_buffers = 17
INFO  metric grt.overflow.total = 0
INFO  metric total_die_area = 12700 µm²
INFO  metric routabilityCongestion = 0.808
INFO  metric synth_warnings = 1
INFO  metric met1_usage = 0.269
INFO  metric reg.largest.list = mem: 128 flops
INFO  metric yosysSeqAreaShare = 0.783
INFO  metric cts_htree_levels = 4
INFO  metric cts-root-buf = sky130_fd_sc_hd__clkbuf_16
INFO  metric wire_length_of_the_first_global_routing_pass = ~16 mm
INFO  metric clock_sink_count = roughly 130
INFO  metric power.switching_fraction = 0.192
INFO  metric syn_to_final_growth = 25.2%
INFO  metric vdd_drop_max = 0.555 mV
INFO  metric die.size.y = 113 µm
INFO  metric fin_setup_tns = -1590 ps
INFO  metric switching_power = 1310 µW
INFO  metric slew_headroom = 0.606
INFO  metric worstHoldStart = in[2]
INFO  metric postSynthRegisterBits = 128
INFO  metric dpl.hpwl = a little over 6 mm
INFO  metric top_level_ports = 22
INFO  metric fin_crit = 2050 ps
INFO  metric post_dp_cell_area = 5510 µm²
INFO  metric netlist_area = between 4000 and 5000 µm²
INFO  metric rows = 40
INFO  metric slew_violations = 0
INFO  metric warning_count = 27
INFO  metric initial_utilization = 0.410
INFO  metric grt_max_degree = 17
INFO  metric antenna-diode-count = 0
INFO  metric category_of_the_most_critical_setup_path = primary input to output port
INFO  metric p_comb_frac = 0.059
INFO  metric postLayoutCellArea = 6150 µm²
INFO  metric top_cells_by_area = sky130_fd_sc_hd__edfxtp_1 78%, sky130_fd_sc_hd__mux4_2 15%, sky130_fd_sc_hd__a22oi_1 2.4%, sky130_fd_sc_hd__nor2_1 0.99%, sky130_fd_sc_hd__nand2_1 0.69%
INFO  metric async_reset_ff_frac = 0
[cell families after synthesis]
kind of cell / count (synthesis) / synth area share
flip-flops: 128 / 0.783
AND/OR/NAND/NOR: 35 / 0.0331
multiplexers: 32 / 0.147
AND-OR/OR-AND: 16 / 0.0245
buffers and inverters: 11 / 0.0122
[how the worst min path moves through the flow]
stage,to,cells past startpoint
CTS,mem[8][7]$_DFFE_PP_,2
global route,mem[6][6]$_DFFE_PP_,2
finish,mem[6][2]$_DFFE_PP_,2
[worst max-delay path, stage by stage]
cell and delay, ps:
sky130_fd_sc_hd__buf_6 150, sky130_fd_sc_hd__buf_16 140, sky130_fd_sc_hd__buf_4 110, sky130_fd_sc_hd__mux4_2 490
sky130_fd_sc_hd__a22oi_1 230, sky130_fd_sc_hd__nand2_1 80, sky130_fd_sc_hd__buf_2 110
[layout make-up]
cell class | instances | area share
Clock buffer | 18 | 0.0698
Sequential cell | 128 | 0.625
Tap cell | 147 | 0.0299
Clock inverter | 10 | 0.0161
Timing Repair Buffer | 57 | 0.0825
Multi-Input combinational cell | 83 | 0.176
[power by group through the flow]
| stage | sequential, µW | combinational, µW | clock (µW) |
|---|---|---|---|
| after CTS | 3360 | 409 | 3130 |
| after global routing | 3360 | 441 | 3220 |
| final | 3360 | 403 | 3070 |
[metrics by stage]
| step | setup WS, ps | instances | total power, µW | util |
|---|---|---|---|---|
| after floorplan | 1.89 | 222 | 3590 | - |
| after global placement | -672 | 412 | 3790 | 0.461 |
| after detailed placement | -716 | 412 | 3800 | 0.461 |
| after CTS | -267 | 443 | 6890 | 0.513 |
| after global routing | -329 | 443 | 7020 | 0.514 |
| final | -245 | 443 | 6830 | 0.514 |
[metal layers]
metal	up-vias	share of wire
met3	11	0.088
met1	1195	0.37
li1	1067	-
met4	0	0.019
met2	117	0.52
met5	-	0
[cell usage in the layout (no fill, tap or decap), types with 3 or more instances in the layout]
| master | synthesis | layout |
|---|---|---|
| sky130_fd_sc_hd__clkinv_2 | 0 | 4 |
| sky130_fd_sc_hd__buf_2 | 2 | 9 |
| sky130_fd_sc_hd__clkdlybuf4s50_1 | 0 | 9 |
| sky130_fd_sc_hd__clkbuf_16 | 0 | 17 |
| sky130_fd_sc_hd__nand2_1 | 9 | 9 |
| sky130_fd_sc_hd__nor3_1 | 4 | 3 |
| sky130_fd_sc_hd__clkinv_1 | 0 | 3 |
| sky130_fd_sc_hd__a22oi_2 | 0 | 13 |
| sky130_fd_sc_hd__nor2_1 | 13 | 12 |
| sky130_fd_sc_hd__edfxtp_1 | 128 | 128 |
| sky130_fd_sc_hd__mux4_2 | 32 | 32 |
| sky130_fd_sc_hd__buf_4 | 0 | 30 |
| sky130_fd_sc_hd__buf_6 | 2 | 3 |
| sky130_fd_sc_hd__a22oi_1 | 16 | 3 |
[repair_timing]
item,4_1_cts,5_1_grt
setup buffers,1,0
pin swaps,17,2
gates resized,47,2
cloned,2,0
endpoints found under the setup margin,8,8
Power is estimated from default activity; no workload was simulated.
